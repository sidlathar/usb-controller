===== flow/run.sh =====
#!/bin/bash
# OpenROAD 26Q1-2900-gdf79404cd8, Yosys 0.63+post, stock flow scripts
make -C /OpenROAD-flow-scripts/flow DESIGN_CONFIG=/design/flow/config.mk WORK_HOME=/design/flow/orfs finish

===== flow/config.mk =====
export PLATFORM = sky130hd
export DESIGN_NAME = PISO_Register_Left
export DESIGN_NICKNAME = PISO_Register_Left
export VERILOG_FILES = /design/flow/design.v
export SDC_FILE = /design/flow/constraint.sdc
export NUM_CORES = 4
export LEC_CHECK = 1
export CORE_AREA = 10 10 70 70
export DIE_AREA = 0 0 80 80

===== flow/constraint.sdc =====
current_design PISO_Register_Left

set clk_period 1.8
set clk_io_pct 0.2

create_clock -name clk0 -period $clk_period [get_ports {clock}]

set non_clock_inputs [all_inputs -no_clocks]
set_input_delay [expr $clk_period * $clk_io_pct] -clock clk0 $non_clock_inputs
set_output_delay [expr $clk_period * $clk_io_pct] -clock clk0 [all_outputs]

===== flow/design.v =====
`default_nettype none
module PISO_Register_Right
  #(parameter W=100)
  (input  logic clock, load, shift,
   input  logic [W-1:0] D,
   output logic Q);
  logic [99:0] buff;
  assign Q = buff[0];
  always_ff @(posedge clock) begin
    if (load)
      buff <= D;
    else if (shift) begin
      buff <= (buff >> 1);
    end
  end
endmodule : PISO_Register_Right
module PISO_Register_Left
  #(parameter W=5)
  (input  logic clock, load, shift,
   input  logic [W-1:0] D,
   output logic Q);
  logic [W-1:0] buff;
  assign Q = buff[W-1];
  always_ff @(posedge clock) begin
    if (load)
      buff <= D;
    else if (shift) begin
      buff <= (buff << 1);
    end
  end
endmodule : PISO_Register_Left
module SIPO_Register_Right
  #(parameter WIDTH=8)
  (input  logic             D,
   input  logic             load, clock, reset_n,
   output logic [WIDTH-1:0] Q);
  always_ff @(posedge clock, negedge reset_n) begin
    if (~reset_n)
      Q <= 0;
    else if (load)
      Q <= {D, Q[WIDTH-1:1]};
  end
endmodule : SIPO_Register_Right

==> impl_metrics.tcl <==
# flow metrics
set metrics [dict create \
    largest_reg_flops 5 \
    die_x_um 80 \
    chip_area_mm2 0.006400 \
    p_sw_mw 0.05527 \
    rsz0062_at_grt "no" \
    io_pins 9 \
    cts_root_buffer "clkbuf_4" \
    wl_um 483 \
    finalNonFillerCells 69 \
    fin_crit_ns 1.374 \
    grt_pass1_vias 152 \
    final.fill_count 397 \
    fin_setup_tns_ns 0 \
    flop_area_um2 150.1 \
    report.final.slew_viol_count 0 \
    crit_buf_inv 1 \
    swShare 0.1792 \
    gp_congestion 0.7409 \
    worstMarginPinSlew_ns 0.2584 \
    start_kind "flop" \
    power_per_cell_area_mw_per_mm2 827.1 \
    clock.latency.late_pin_ns 0.24 \
    ir_drop_mv 0.2493 \
    ctsHoldBuffers 0 \
    final_layout_size_suffix_gt1_frac 0.3913 \
    intPower_mw 0.2531 \
    clock.fmax_ghz 0.7279 \
    arrival_ns 1.01 \
    combPwrFrac 0.114 \
    post_cts_buffers 0 \
    cp_top_family "buffers and inverters" \
    synthMuxAreaShare 0.2156 \
    wl_met3_um 128 \
    status "complete, no violations" \
    synthSimpleGateAreaFrac 0.06587 \
    critPathMaxFanout 1 \
    rows 21 \
    xor_area_frac 0 \
    via_count 142 \
    logic_family "multiplexers" \
    synth_top_cell_by_area "edfxtp_1" \
    top_layer "met3" \
    post-route-period-util 0.7632 \
    slew_headroom 0.8272 \
    syn_avg_cell_area_um2 19.00 \
    ys_seq_frac 0.7186 \
    synth-seq-cells 5 \
    dpl.cell_count 65 \
    initial_utilization 0.06117 \
    hold_violations 0 \
    dr.pass1.iters 2 \
    insertedDiodeCount 0 \
    hp-class "flop to flop" \
    fin_worst_skew_ns 0.0001288 \
    ys_types 4 \
    openroad.warnings 25 \
    wl_per_cell_um 7.000 \
    wl_met2_um 108 \
    yosys_warnings 1 \
    cp_cell_sequence "clkdlybuf4s50_1" \
    combGateArea_um2 58.81 \
    clkPwrFrac 0.414 \
    clock-sinks 5 \
    cts_buffer_depth 2 \
    track_usage 0.01793 \
    top_register "buff" \
    ys_cells 11 \
    via_per_inst 2.058 \
    synth_chip_area_um2 209.0 \
    met1_length_um 246 \
    drtIter0Drc 2 \
    grt_max_degree 7 \
    cts_buffers 3 \
    syn_area_um2 209.0 \
    max_stage_delay_ns 0.46 \
    port_buffers 8 \
    grt_pass1_wl_um 814 \
    post_cts_resized 0 \
    cts.clk_slew.worst_paths_ns 0.04 \
    worstPathRequired_ns 1.44 \
    synth_adder_area_share 0 \
    pwr-share-seq 0.472 \
    slowest_stage "clkdlybuf4s50_1" \
    die_h_um 80 \
    h-tree-depth 1 \
    synthAoiAreaFrac 0 \
    leakage_nw 0.1197 \
    syn2layout_area_growth_pct 78.44 \
    cts_tree "done" \
    setup_viol 0 \
    topCellsByArea "edfxtp_1 72%, mux2_2 22%, and2_2 3.6%" \
    critPathKind "flop to output port" \
    cp-end-kind "output port" \
    antenna_found_initial 0 \
    reg_top3 "buff: 5 flops" \
    top_area_frac 0.7186 \
    drc_errors 0 \
    max-cap-violations 0 \
    ant_nets 0 \
    netlist_instances 11 \
    fp.coreArea_mm2 0.003416 \
    globalRouteOverflowTotal 0 \
]
## stage by stage
step           hold slack, ns  total power, mW    util  cell area (µm²)  setup slack (ns)
2_1_floorplan          0.5247           0.1589       -            209.0            0.8519
3_3_place_gp           0.5310           0.1812  0.1015            346.6            0.2194
3_5_place_dp           0.5412           0.1833  0.1015            346.6            0.1834
4_1_cts                0.5526           0.3172  0.1092            372.9            0.4025
5_1_grt                0.5638           0.3309  0.1092            372.9            0.3908
6_report               0.5456           0.3084  0.1092            372.9            0.4263
## power by group through the flow
stage | logic, mW | registers, mW | clock network, mW
final | 0.0353 | 0.146 | 0.128
after global routing | 0.0388 | 0.146 | 0.146
after CTS | 0.0362 | 0.146 | 0.135
## cell usage after synthesis
library cell / instances
and2_2: 1
mux2_2: 4
or2_2: 1
edfxtp_1: 5
## path summary, 6_finish.rpt
check / depth (start not counted) / slack, ns / end / from
setup / recovery: 1 / 0.43 / Q / buff[4]$_DFFE_PP_
hold / removal: 1 / 0.55 / buff[3]$_DFFE_PP_ / buff[2]$_DFFE_PP_
setup reg to reg: 1 / 0.94 / buff[1]$_DFFE_PP_ / buff[0]$_SDFFCE_PN0P_
hold reg to reg: 1 / 0.55 / buff[3]$_DFFE_PP_ / buff[2]$_DFFE_PP_
## layer usage
metal | vias to the layer above | global-route usage
li1 | 67 | -
met1 | 64 | 0.02161
met2 | 11 | 0.01445
met3 | 0 | 0.02841
met4 | 0 | 0.003521
met5 | - | 0
## placed cells by master, fill, tap and decap left out
cell type and count:
clkdlybuf4s50_1 8, edfxtp_1 5, mux2_2 4, clkbuf_4 3, or2_2 1, and2_2 1, clkbuf_1 1
## kinds of logic after synthesis
family and after synthesis:
AND/OR/NAND/NOR 2, multiplexers 4, flip-flops 5
## area by class of cell
cell class	count	area share
tap	46	0.1544
sequential	5	0.4027
timing repair buffer	8	0.2148
clock buffer	4	0.07047
multi-input combinational	6	0.1577
Power and IR drop assume default switching activity.
